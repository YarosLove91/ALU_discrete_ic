### flow/config.mk
export PLATFORM = sky130hd
export DESIGN_NAME = alu16
export DESIGN_NICKNAME = alu16
export VERILOG_FILES = /design/flow/design.v
export SDC_FILE = /design/flow/constraint.sdc
export NUM_CORES = 4
export LEC_CHECK = 1
export CORE_AREA = 10 10 112 112
export DIE_AREA = 0 0 122 122
### flow/constraint.sdc
current_design alu16

set clk_period 4.9
set clk_io_pct 0.2

create_clock -name clk0 -period $clk_period

set non_clock_inputs [all_inputs -no_clocks]
set_input_delay [expr $clk_period * $clk_io_pct] -clock clk0 $non_clock_inputs
set_output_delay [expr $clk_period * $clk_io_pct] -clock clk0 [all_outputs]
### flow/design.v
package alu_74382_pkg;
localparam SELECT_W = 3;
localparam ORIG_OPERAND_W = 4;
localparam ORIG_RESULT_W  = 4;
localparam UINT_16_W = 16;
typedef enum logic [SELECT_W - 1:0] {
	OP_CLEAR = 0,
	OP_B_SUB_A,
	OP_A_SUB_B,
	OP_ADD,
	OP_XOR,
	OP_OR,
	OP_AND,
	OP_PRESET
} e_operation;
endpackage : alu_74382_pkg
module alu16(
    input [15:0] a, b,
    input Cin, mode,
    input [3:0] sel,
    output [15:0] result,
    output Cout, nBo, nGo
);
    wire [2:0] carry_ic;
    wire [3:0] nGG,nGP;
    wire [3:0] carry_local;
    genvar i;
    generate
        for (i = 0; i < 4; i = i + 1) begin : alu_gen
            alu_74181 alu (
                .C_in(i == 0 ? Cin : carry_ic[i-1]),  
                .Select(sel),
                .Mode(mode),
                .A_bar(a[4*i +: 4]),
                .B_bar(b[4*i +: 4]),
                .CP_bar(nGP[i]),
                .CG_bar(nGG[i]),
                .C_out(carry_local[i]),
                .F_bar(result[4*i +: 4])
            );
        end
    endgenerate
    assign Cout = carry_local[3];
    cla_74182 cla(
        .Cn(Cin), 
        .nPB(nGP), 
        .nGB(nGG), 
        .PBo(nBo), 
        .GBo(nGo), 
        .Cnx(carry_ic[0]), 
        .Cny(carry_ic[1]), 
        .Cnz(carry_ic[2])
    );
endmodule
module alu_74181 #(parameter WIDTH = 4, DELAY_RISE = 0, DELAY_FALL = 0)
(
	input [3:0] Select,
	input Mode,
	input C_in,
	input [WIDTH-1:0] A_bar,
	input [WIDTH-1:0] B_bar,
	output CP_bar,
	output CG_bar,
	output Equal,
	output C_out,
	output [WIDTH-1:0] F_bar
);
	reg CP_computed;
	reg CG_computed;
	wire Equal_computed;
	reg C_computed;
	reg [WIDTH-1:0] F_computed;
	wire [WIDTH-1:0] P_internal;
	wire [WIDTH-1:0] G_internal;
	wire [WIDTH-1:0] C_internal;
	wire [WIDTH-1:0] CG_internal;
generate
genvar i;
	for (i = 0; i < WIDTH; i = i + 1)
	begin: gen_internals
	wire [WIDTH-1:0] C_and_P_term;
	wire [WIDTH-1:0] P_and_G_term;
	wire [WIDTH-1:0] G_term;
	assign P_internal[i] = ~(A_bar[i] & ~B_bar[i] & Select[2] | A_bar[i] & B_bar[i] & Select[3]);
	assign G_internal[i] = ~(A_bar[i] | B_bar[i] & Select[0] | ~B_bar[i] & Select[1]);
	if (i == 0)begin
		assign C_and_P_term[i] = C_in & !Mode;
	end else begin
		localparam i_minus_1 = i - 1;
		assign C_and_P_term[i] = C_in & (&P_internal[i_minus_1:0]) & !Mode;
		assign G_term[i] = G_internal[i_minus_1] & !Mode;
		if (i > 1) begin
            genvar j;
            for (j = 0; j < i_minus_1; j = j + 1) begin: gen_P_and_G_term
                localparam j_plus_one = j + 1;
                assign P_and_G_term[j] = (&P_internal[i_minus_1:j_plus_one]) & G_internal[j] & !Mode;
            end
		end
end
	if (i == 0) begin
		assign C_internal[i] = ~C_and_P_term[i];
	end
	else if (i == 1) begin
		assign C_internal[i] = ~(C_and_P_term[i] | G_term[i]);
	end
	else begin
		assign C_internal[i] = ~(C_and_P_term[i] | (|P_and_G_term[(i - 2):0]) | G_term[i]);
	end
	if (i < WIDTH - 1) begin
		assign CG_internal[i] = (&P_internal[(WIDTH - 1):(i + 1)]) & G_internal[i];
	end else begin
		assign CG_internal[i] = G_internal[i];
	end
	end
endgenerate
	always @(*)	begin
	CP_computed = ~(&P_internal);
	CG_computed = ~(|CG_internal);
	C_computed = C_in & (&P_internal) | (|CG_internal);
	F_computed = P_internal ^ G_internal ^ C_internal;
	end
	assign Equal_computed = &F_computed;
    assign CP_bar = CP_computed;
	assign CG_bar = CG_computed;
	assign Equal = Equal_computed;
	assign C_out = C_computed;
	assign F_bar = F_computed;
endmodule
module cla_74182 (
	input[3:0]  nPB, 
	input[3:0]  nGB,
	input   Cn,
	output	PBo, GBo, Cnx, Cny, Cnz
);
	assign PBo = ( &nPB[3:0]);
	assign GBo = ((&nGB[3:0]) |
				  ((&nGB[3:1]) & nPB[1]) | 
				  ((&nGB[3:2]) & nPB[2]) | 
				  (nGB[3] & nPB[3]));
	assign Cnx = ~((nPB[0]  &   nGB[0]) | 
				   (nGB[0]  &   ~Cn));
	assign Cny = ~((nPB[1]  &   nGB[1]) | 
				   (&nGB[1:0] & nPB[0]) |
				   (&nGB[1:0] &   ~Cn));
	assign Cnz = ~(((nGB[2]) & nPB[2])     | 
					(&(nGB[2:1]) & nPB[1]) |
					(&(nGB[2:0]) & nPB[0]) | 
					(&(nGB[2:0]) &   ~Cn));
endmodule
### flow/run.sh
#!/bin/bash
# OpenROAD 26Q1-2900-gdf79404cd8, Yosys 0.63+post, stock flow scripts
make -C /OpenROAD-flow-scripts/flow DESIGN_CONFIG=/design/flow/config.mk WORK_HOME=/design/flow/orfs finish
==> impl_metrics.csv <==
group,metric,value,unit
cells_and_area,num-fill-cells,1101,
global_route,antenna_found_initial,0,
power,power_density,122.9,nW/um2
critical_path,crit_path_frequent_cell,"clkdlybuf4s50_1",
power,cellInternalPower,162.0,uW
clock_network,postCtsSetupRepairBufs,0,
yosys,synth_chip_area,1577,um2
power,share_clk_of_total_power,0,%
critical_path,path_max_fanout,4,
yosys,synthesized_area,1577,um2
min_path,holdCritPathClass,"in2out",
global_route,gr-usage-all-layers,8.123,%
drt,highest_layer,"met3",
drt,routed_wl,6253,um
floorplanning,row_count,37,
yosys,cell_with_the_most_instances_after_synthesis,"nand2_1",
yosys,seq_area_frac_synth,0,%
final_timing,layout_min_cycle_time,4.683,ns
final_timing,finalSetupTns,0,ns
critical_path,crit_path_end_kind,"output pin",
drt,first_pass_iters,4,
drt,detail_route.iter0.violations,171,
floorplanning,floorplan.initialDensity,15.41,%
floorplanning,floorplan.die_area,14880,um2
power,power.static_leakage,0.8812,nW
drt,route.antenna.remaining_nets,0,
power,netSwitchingFraction,44.98,%
final_timing,finalCritPeriodShare,95.57,%
final_timing,setup_ws,0.2172,ns
yosys,top_cell_area_share,11.43,%
placed_design,hpwlAfterDp,5202,um
clock_network,holdBufCountCts,0,
drt,wirelength_met1,3287,um
global_route,grt_pass1_vias,1841,
placed_design,gp_congestion,0.8743,
global_route,grt_max_degree,19,
drt,antennaDiodeCount,0,
critical_path,worst_setup_path_start_kind,"input port",
yosys,yosysWarnings,1,
cells_and_area,drive_above_1_share,16.15,%
floorplanning,die_w,122,um
clock_network,ctsResizeCount,0,
global_route,overflow,0,
floorplanning,die-height,122,um
placed_design,pre_cts_slack,0.08683,ns
drt,routed-wl-met3,481,um
final_timing,setup_viol,0,
job,tool_warnings,32,
run_status,run_status,"finished clean",
critical_path,required_time_of_the_worst_setup_path,3.92,ns
drt,detailed_route_wirelength_on_metal2,2484,um
yosys,synth.lib_cells_used.distinct,55,
cells_and_area,comb_area,1513,um2
final_timing,hold_viol,0,
final_timing,maxClockFrequency,213.5,MHz
critical_path,critPathSlowestCell,"clkdlybuf4s50_1",
power,total_switching_power,132.4,uW
power,ir_worst_vdd,0.00004493,V
power,sequentialPowerShare,0,%
final_timing,relSlewSlack,70.89,%
yosys,synth_cells,227,
critical_path,worst_ep_arrival_time,3.70,ns
floorplanning,floorplan.core_area,10230,um2
yosys,yosysCellCount,227,
yosys,synth.avg_cell_area,6.945,um2
drt,via_count,1936,
cells_and_area,clockBufferCount,0,
critical_path,crit_chain,"clkdlybuf4s50_1 -> mux2_2 -> a2111oi_4 -> o211ai_1 -> a21oi_2 -> o21ai_1 -> a2111oi_2 -> clkdlybuf4s50_1",
critical_path,timing.critical_path.slowest_cell_delay,0.53,ns
yosys,netlist_top_cells_count,"nand2_1 (24), nor2b_1 (21), mux2_2 (16), nor2_1 (13), a21oi_1 (12)",
floorplanning,top_level_ports,57,
global_route,global_route_wire_length_before_repair,9880,um
cells_and_area,sequential_cell_total,0,
final_timing,setup_repair_after_global_routing_missed_its_margin,"no",
drt,route.detailed.drc,0,
drt,avg_wl_per_cell,14.64,um
drt,vias_per_cell,4.534,
final_timing,worst-slew-pin-transition,0.4256,ns
cells_and_area,regArea,0,um2
yosys,yosysTopAreaCell,"mux2_2",
placed_design,placement.io_buffers,57,
yosys,top_cells_by_area,"mux2_2 (11%), nor2b_1 (8.3%), nand2_1 (5.7%)",
final_timing,final_slew_viol_count,0,
job,max-cap-violations,0,
final_timing,fin_hold_ws,3.041,ns
cells_and_area,syn2layout_area_growth,51.98,%
power,comb_power_share,100.0,%
critical_path,category_of_the_most_critical_setup_path,"in2out",
critical path: cells and delay by family:
family / cells / cell delay (ns)
buffers and inverters: 2 / 1.06
AND-OR/OR-AND: 5 / 1.24
multiplexers: 1 / 0.42
routing by layer:
layer	vias to the layer above	global-route usage, %
met5	-	0
met4	0	0
met3	0	1.362
met2	69	11.57
met1	862	13.03
li1	1005	-
kinds of logic (layout without fill, tap and decap cells):
| kind of cell | count (synthesis) | after routing | share of synthesized area [%] |
|---|---|---|---|
| muxes | 23 | 23 | 15.87 |
| AOI/OAI and AO/OA | 77 | 77 | 38.57 |
| xor gates and xnor gates | 11 | 11 | 6.111 |
| and+or+nand+nor | 103 | 103 | 34.92 |
| buffers and inverters | 13 | 77 | 4.523 |
final timing paths:
check	startpoint	end	slack, ns	depth (start not counted)
max	b[5]	result[11]	0.22	8
min	Cin	result[0]	3.04	4
through the flow:
| step | area (um2) | instances | power, mW | utilization, % |
|---|---|---|---|---|
| 2_1_floorplan | 1577 | 227 | 0.1449 | - |
| 3_3_place_gp | 2381 | 427 | 0.2937 | 23.27 |
| 3_5_place_dp | 2381 | 427 | 0.2942 | 23.27 |
| 4_1_cts | 2381 | 427 | 0.2963 | 23.27 |
| 5_1_grt | 2396 | 427 | 0.3254 | 23.42 |
| 6_report | 2396 | 427 | 0.2944 | 23.42 |
power by group through the flow:
stage	Sequential, mW	Clock, mW	Combinational, mW
after CTS	0	0	0.296
after global routing	0	0	0.325
final	0	0	0.294
placed cells by master (no fill, tap or decap), drive strengths merged, types with 3 or more instances in the layout:
cell type / synthesis / routed
nand2b: 3 / 3
nor3: 9 / 9
a21o: 3 / 3
mux2i: 7 / 7
a211oi: 8 / 8
o21ai: 15 / 15
nand2: 24 / 24
nor2b: 21 / 21
a21oi: 13 / 13
nand4: 3 / 3
o211ai: 4 / 4
and2: 6 / 6
and3: 3 / 3
nand4b: 3 / 3
or2: 4 / 4
clkdlybuf4s50: 0 / 54
a31oi: 5 / 5
nor2: 13 / 13
nand3: 7 / 7
buf: 6 / 16
a2111oi: 5 / 5
xnor2: 7 / 7
inv: 4 / 4
dlymetal6s2s: 0 / 3
mux2: 16 / 16
a22o: 3 / 3
a22oi: 3 / 3
xor2: 4 / 4
layout make-up:
type / count / share of cell area [%]
timing repair buffer: 73 / 29.14
multi-input combinational: 214 / 63.13
inverter: 4 / 0.6266
tap: 136 / 7.102
Power figures rest on the tool's default switching activity, not on a simulated workload.
