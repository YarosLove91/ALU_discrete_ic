==> design/flow/design.v <==
package alu_74382_pkg;
localparam SELECT_W = 3;
localparam ORIG_OPERAND_W = 4;
localparam ORIG_RESULT_W  = 4;
localparam UINT_16_W = 16;
typedef enum logic [SELECT_W - 1:0] {
	OP_CLEAR = 0,
	OP_B_SUB_A,
	OP_A_SUB_B,
	OP_ADD,
	OP_XOR,
	OP_OR,
	OP_AND,
	OP_PRESET
} e_operation;
endpackage : alu_74382_pkg
module fulladd4(
    input Cin,
    input [3:0] a, b,
    output [3:0] sum,
    output Cout,
    output wire nGP, nGG
);
    wire [3:0] p, g;
    wire [4:0] c;  
    assign p = a ^ b;
    assign g = a & b;
    assign c[0] = Cin;
    genvar i;
        generate
            for (i = 0; i < 4; i = i + 1) begin : carry_gen
                assign c[i+1] = g[i] | (p[i] & c[i]);
            end
        endgenerate
    assign sum = p ^ c[3:0];
    assign Cout = c[4];
    assign nGP = ~(&p);
    assign nGG = ~(g[3] | (p[3] & g[2]) | (p[3:2] & g[1]) | (&p[3:1] & g[0]));
endmodule
module adder32(
    input [31:0] a, b,
    input Cin,
    output [31:0] sum,
    output Cout
);
    wire [3:0] ic_carry, unused_carry;
    wire [7:0] carry_local, nGG, nGP;
    genvar i;
    generate
        for (i = 0; i < 8; i = i + 1) begin : fa_gen
        fulladd4 fa(
        .Cin(i == 0 ? Cin : (i % 2 == 1) ? carry_local[i-1] : ic_carry[(i/2)-1]),  
        .a(a[4*i +: 4]), 
        .b(b[4*i +: 4]), 
        .sum(sum[4*i +: 4]), 
        .nGP(nGP[i]), 
        .nGG(nGG[i]),
        .Cout(carry_local[i])
        );
        end
    endgenerate
    cla32_n74882 carry32 (
        .nP(nGP),       
        .nG(nGG),       
        .Cin(Cin),            
        .Cn_8(ic_carry[0]), 
        .Cn_16(ic_carry[1]), 
        .Cn_24(ic_carry[2]), 
        .Cn_32(ic_carry[3])     
    );
    assign Cout = ic_carry[3];
endmodule
module cla32_n74882 (
	input [7:0] nP,       
	input [7:0] nG,       
	input Cin,            
	output Cn_8, Cn_16, Cn_24, Cn_32     
);
	assign Cn_8 = ~((nG[1] & nP[1]) | 
					  (&(nG[1:0]) & nP[0])| 
					  (&(nG[1:0]) & ~Cin));
	assign Cn_16 = ~ ((nG[3] & nP[3]) | 
					   (&(nG[3:2]) & nP[2]) |
					   (&(nG[3:1]) & nP[1]) |
					   (&(nG[3:0]) & nP[0]) |
					   (&(nG[3:0]) & ~Cin));
	assign Cn_24 = ~((nG[5] & nP[5]) |
					  (&(nG[5:4]) & nP[4]) |
					  (&(nG[5:3]) & nP[3]) |
					  (&(nG[5:2]) & nP[2]) |
					  (&(nG[5:1]) & nP[1]) |
					  (&(nG[5:0]) & nP[0]) |
					  (&(nG[5:0]) & ~Cin));
	assign Cn_32 = ~((nG[7] & nP[7]) |
					  (&(nG[7:6]) & nP[6]) |
					  (&(nG[7:5]) & nP[5]) |
					  (&(nG[7:4]) & nP[4]) |
					  (&(nG[7:3]) & nP[3]) |
					  (&(nG[7:2]) & nP[2]) |
					  (&(nG[7:1]) & nP[1]) |
					  (&(nG[7:0]) & nP[0]) |
					  (&(nG[7:0]) & ~Cin));
endmodule 
module carry32_p74882 (
	input [7:0] P,       
	input [7:0] G,       
	input Cin,           
	output [3:0] Cout    
);
	genvar i;
	wire [7:0] PP;       
	wire [7:0] PG;       
	generate
		for (i = 1; i <= 7; i = i + 1) begin : gen_PP_PG
			assign PP[i] = P[i] & P[i-1];
			assign PG[i] = P[i] & G[i-1];
		end
	endgenerate
	assign Cout[0] = ((G[1]) | 
					 ( PG[1]) | 
					 ( PP[1] & Cin));
	assign Cout[1] = ((G[3]) |
					 ( PG[3]) | 
					 ( PP[3] & G[1]) | 
					 ( PP[3] & PG[1]) | 
					 ( PP[3] & PP[1] & ~Cin));
	assign Cout[2] = ((G[5]) |
					 ( PG[5]) | 
					 ( PP[5] & G[3]) | 
					 ( PP[5] & PG[3]) | 
					 ( PP[5] & PP[3] & G[1]) |
					 ( PP[5] & PP[3] & PG[1]) | 
					 ( PP[5] & PP[3] & PP[1] & ~Cin));
	assign Cout[3] = ((G[7]) | 
					 ( PG[7])| 
					 ( PP[7] & G[5]) | 
					 ( PP[7] & PG[5])| 
					 ( PP[7] & PP[5] & G[3]) | 
					 ( PP[7] & PP[5] & PG[3])| 
					 ( PP[7] & PP[5] & PP[3] & G[1]) | 
					 ( PP[7] & PP[5] & PP[3] & PG[1])| 
					 ( PP[7] & PP[5] & PP[3] & PP[1] & ~Cin));
endmodule
==> design/flow/run.sh <==
#!/bin/bash
# OpenROAD 26Q1-2900-gdf79404cd8, Yosys 0.63+post, stock flow scripts
make -C /OpenROAD-flow-scripts/flow DESIGN_CONFIG=/design/flow/config.mk WORK_HOME=/design/flow/orfs finish
==> design/flow/config.mk <==
export PLATFORM = sky130hd
export DESIGN_NAME = adder32
export DESIGN_NICKNAME = adder32
export VERILOG_FILES = /design/flow/design.v
export SDC_FILE = /design/flow/constraint.sdc
export NUM_CORES = 4
export LEC_CHECK = 1
export CORE_UTILIZATION = 30
==> design/flow/constraint.sdc <==
current_design adder32

set clk_period 9.8
set clk_io_pct 0.2

create_clock -name clk0 -period $clk_period

set non_clock_inputs [all_inputs -no_clocks]
set_input_delay [expr $clk_period * $clk_io_pct] -clock clk0 $non_clock_inputs
set_output_delay [expr $clk_period * $clk_io_pct] -clock clk0 [all_outputs]
==> COMMIT_EDITMSG <==
Update PnR metrics after Yosys + OpenROAD run

- Run status: finished clean
* Start-to-end type of the worst setup path: in -> out
- Class of the most critical hold timing path: in -> out
* Unrepaired setup endpoints after global routing: no
- Num sequential: 0
- In the final layout, the clock buffer count is 0.
- For reference, the top cells by area after synthesis are fa_1 (42%), ha_1 (30%), inv_1 (3.7%), nand4_1 (2.3%), a221oi_1 (2.0%).
- The first global-routing pass estimated 5490 um of wire.
* Mean instance size in the synthesized netlist: 11.4 um2
- By instance count after routing, the leading logic cell types are clkdlybuf4s50_1 (98), ha_1 (32), fa_1 (28), inv_1 (13).
- Die extent in y: 68.7 um
* Fraction of final layout cells with drive strength greater than 1: 2.79%
* Capture point of the worst path: sum[31]
* Total negative setup slack: 0 ns
- Share of the yosys chip area belonging to registers: 0%
- Slew at the pin closest to its max-slew limit: 0.416 ns
- In the routed netlist, the antenna diode instances number 0.
- Pin count of the biggest net entering global routing: 5
- Weighted congestion reported at the end of routability-driven placement: 0.765
* Synth top area share: 42.0%
- VDD IR-drop max: 0.0270 mV
* Share of the core filled by cells before placement: 32.2%
- The analysis attributes to cell leakage a power of 0.994 nW.
* Area taken by flip-flops and latches: 0 um2
- 98 I/O pins were placed.
- Setup Viol. Count Final: 0
- Vias per std cell: 4.89
- Number of DRC markers after the initial detailed-route iteration: 26
- Number of violations of the max-capacitance limit: 0
- OpenROAD reports that the post-layout worst path occupies 93.0% of the period.
* Kind of cell adding the most delay to the critical path: adder cells
- Number of instances resized during post-cts repair: 0
* Netlist area before placement: 1330 um2
- Number of standard-cell rows in the floorplan: 23
* CP max stage delay: 0.47 ns
- Power density of the placed cells: 58.6 nW/um2
* Critical-path maximum fanout: 3
- Max-slew violation count: 0
- Walking the worst path, the cells encountered are clkdlybuf4s50_1, ha_1, a22o_1, nor4_1, o211ai_1, a211o_1, fa_1, fa_1, fa_1, fa_1, fa_1, fa_1, fa_1, xor2_1, clkdlybuf4s50_1.
- Final Hold Violating Endpoints: 0
- The launch point of the critical path was reported as a[2].
* Maximum frequency from static timing analysis: 110 MHz
* Area growth syn-to-layout: 78.2%
- At the worst endpoint, the required time is 7.84 ns.
- Wires add up to 3240 um.
* Number of hold-repair buffers added at the cts stage: 0
* Area of the chip: 4720 um2
- Total tool warning count: 32
- Post-DR wirelength/cell: 12.2 um
- The routed layout has 1,295 vias.
- Via count of the first global-routing pass: 1,318
- Critical path buffers and inverters: 2
- In the global route stage, overall resource usage came out at 15.3%.
- Distinct cell type count of the synthesized netlist: 27
- Recorded from the global router log, the overflow total was 0.
* Crit end category: output pin
* Horizontal extent of the die: 68.7 um
- Per the post-synthesis report, the number of cells in the design is 117.
* Detailed Routing Iterations Pass 1: 4
- For this run, design rule violations remaining after detail routing come to 0.
- Per the post-route antenna check, the number of violating nets is 0.
- Most Frequent Cell on Critical Path: fa_1
- In the synthesis report, Yosys lists the chip area as 1330 um2.
- Placeable core region: 4140 um2
- Detailed placement finished with a half-perimeter wire length of 3080 um.
* Arr. time, crit path: 7.15 ns
* Time the final worst path needs with I/O delays and setup: 9.11 ns
- IO Port Bufs: 98
* Number of antenna violations at the first check in global routing: 0
- Worst max-slew margin expressed relative to the limit: 72.0%
- The synth_stat.txt file lists the number of cells as 117.
- Summed over all instances, the cell type with the most area after synthesis is fa_1.
* Buffers inserted by post-CTS timing repair: 0
* Synth Warn #: 0
- Among all stages on the critical path, the largest delay is contributed by clkdlybuf4s50_1.
- Most frequent logic cell in the layout: clkdlybuf4s50_1
- The critical path crosses 15 cells after its start point.
- Critical Path Start Type: primary input
- The final report gives the core utilization as 57.4%.
-- cells by family (layout without fill, tap and decap cells) --
kind of cell / Yosys count / in the layout / synth area share (%)
adders and majority gates: 60 / 60 / 72.0
AOI/OAI and AO/OA: 24 / 24 / 14.8
and+or+nand+nor: 16 / 16 / 6.85
buffers and inverters: 13 / 111 / 3.66
xor gates and xnor gates: 4 / 4 / 2.63
-- per-layer routing --
metal | part of all wire, % | routed length (um) | global-route usage, % | vias up
li1 | - | - | - | 636
met1 | 43 | 1390 | 20.7 | 598
met2 | 48 | 1550 | 27.8 | 61
met3 | 9.3 | 301 | 2.17 | 0
met4 | 0 | 0 | 0 | 0
met5 | 0 | 0 | 0 | -
-- stage by stage --
| stage | power, W | setup WS, ns | hold slack [ns] | instance area, um2 | std cells |
|---|---|---|---|---|---|
| floorplan | 0.0000373 | 1.85 | 4.03 | 1330 | 117 |
| global placement | 0.000141 | 0.777 | 4.99 | 2380 | 265 |
| finish | 0.000139 | 0.688 | 5.00 | 2380 | 265 |
| CTS | 0.000143 | 0.673 | 5.00 | 2380 | 265 |
| global route | 0.000160 | 0.408 | 5.04 | 2380 | 265 |
| detailed placement | 0.000141 | 0.724 | 5.00 | 2380 | 265 |
-- layout make-up --
type               count  area, um2
well taps             50       62.6
repair buffers        98        981
multi-input cells    104       1280
inverters             13       48.8
fillers              342       1770
-- cell usage after synthesis --
cell	count
xnor2_1	2
or2_2	2
o2111ai_1	3
a21oi_1	5
inv_1	13
nor4_1	1
and4_1	1
nand2_1	1
o21ai_0	2
a22o_1	1
a221oi_2	1
ha_1	32
nand4_1	5
xor2_1	2
a211o_1	2
nor2_1	2
a221oi_1	3
fa_1	28
nand3_1	3
a31o_2	1
a221o_1	1
o31ai_2	1
or3_1	1
o211ai_1	1
a211oi_1	1
a21boi_0	1
a2111oi_2	1
-- power breakdown --
part / internal [W] / switching [W] / leakage (nW)
logic: 0.0000956 / 0.0000438 / 0.994
registers: 0 / 0 / 0
clock network: 0 / 0 / 0
total: 0.0000956 / 0.0000438 / 0.994
-- worst min-delay path by stage --
stage          from      end  slack (ns)  cells past startpoint
CTS             Cin   sum[0]        5.00                      5
global route  b[23]  sum[23]        5.04                      4
finish         b[0]   sum[0]        5.00                      5
No activity file was given, so power comes from the tool's default toggle rates.
