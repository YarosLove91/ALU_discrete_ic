==> /design/flow/design.v <==
package alu_74382_pkg;
localparam SELECT_W = 3;
localparam ORIG_OPERAND_W = 4;
localparam ORIG_RESULT_W  = 4;
localparam UINT_16_W = 16;
typedef enum logic [SELECT_W - 1:0] {
	OP_CLEAR = 0,
	OP_B_SUB_A,
	OP_A_SUB_B,
	OP_ADD,
	OP_XOR,
	OP_OR,
	OP_AND,
	OP_PRESET
} e_operation;
endpackage : alu_74382_pkg
module alu_74381 (
	input wire [3:0] A,
	input wire [3:0] B,
	input wire [2:0] S,
	input wire Cn,
	output reg [3:0] F,
	output wire P, G
	);
	reg [3:0] P_int;
	reg [3:0] G_int;
	assign P = ~(&P_int);
	assign G = ~(G_int[3] | (P_int[3] & G_int[2]) | (P_int[3] & P_int[2] & G_int[1]) | (P_int[3] & P_int[2] & P_int[1] & G_int[0]));
	always @ (*)begin
	case (S)
		3'b000:
		begin
			F = 0;
			P_int = 4'b1111;
			G_int = 4'b1111;
		end
		3'b001:
		begin
			F = B + ~A + {3'b0,Cn};
			P_int = (~A) | B;
			G_int = (~A) & B;
		end
		3'b010:
		begin
			F = ~B + A + {3'b0,Cn};
			P_int = A | ~B;
			G_int = A & ~B;
		end
		3'b011:
		begin
			F = A + B + {3'b0,Cn};
			P_int = A | B;
			G_int = (A) & B;
		end
		3'b100:
		begin
			F = A ^ B;
			if(A == 0 & B == 4'b1111)	
			begin
				P_int = 0;
			end
		else
			P_int = A | B;
			G_int = (A) & B;
		end
		3'b101:
		begin
			F = A | B;
			if((A == 4'b1111) & (B == 4'b1111))	
			begin
				P_int = 4'b1111;
			end
		else
			P_int = 4'b0000;
			G_int = 4'b0000;
		end
		3'b110:
		begin
			F = A & B;
			if(((A == 4'b0000) & (B == 4'b0000)) || ((A == 4'b1111) & (B == 4'b0000)) )	
			begin
				P_int = 4'b1111;
				G_int = 4'b1111;
			end
			else if ((B == 4'b1111) & (A == 4'b0000))
			begin
				P_int = 4'b0000;
				G_int = 4'b0000;
			end
			else begin
				P_int = 4'b1111;
				G_int = 4'b0000;
			end
		end
		3'b111:
		begin
			F = 4'b1111;
			if((A == 4'b1111) & (B == 4'b1111))
			begin
				P_int = 4'b1111;
			end
			else
				P_int = 4'b0000;
				G_int = 4'b0000;
		end
		default:
			F = 4'b0000;
	endcase
	end
endmodule
module alu_16_bit (
	input wire [15:0] A,
	input wire [15:0] B,
	input wire [2:0] S,
	input wire Cn,
	output wire [15:0] F,
	output wire Co
	);
	wire [3:0] F0, F1, F2, F3;
	wire P0, P1, P2, P3;
	wire G0, G1, G2, G3;
	wire Cn1, Cn2, Cn3;
	alu_74381 alu0 (
				.A(A[3:0]),
				.B(B[3:0]),
				.S(S),
				.Cn(Cn),
				.F(F0),
				.P(P0),
				.G(G0)
				);
	alu_74381 alu1 (
				.A(A[7:4]),
				.B(B[7:4]),
				.S(S),
				.Cn(Cn1),
				.F(F1),
				.P(P1),
				.G(G1)
				);
	alu_74381 alu2 (
				.A(A[11:8]),
				.B(B[11:8]),
				.S(S),
				.Cn(Cn2),
				.F(F2),
				.P(P2),
				.G(G2)
				);
	alu_74381 alu3 (
				.A(A[15:12]),
				.B(B[15:12]),
				.S(S),
				.Cn(Cn3),
				.F(F3),
				.P(P3),
				.G(G3)
				);
	assign F = {F3, F2, F1, F0};
	assign Cn1 = ~G0 | (~P0 & Cn);
	assign Cn2 = ~G1 | (~P1 & Cn1);
	assign Cn3 = ~G2 | (~P2 & Cn2);
	assign Co =  ~G3 | (~P3 & Cn3);
endmodule
==> /design/flow/run.sh <==
#!/bin/bash
# OpenROAD 26Q1-2900-gdf79404cd8, Yosys 0.63+post, stock flow scripts
make -C /OpenROAD-flow-scripts/flow DESIGN_CONFIG=/design/flow/config.mk WORK_HOME=/design/flow/orfs finish
==> /design/flow/config.mk <==
export PLATFORM = sky130hd
export DESIGN_NAME = alu_16_bit
export DESIGN_NICKNAME = alu_16_bit
export VERILOG_FILES = /design/flow/design.v
export SDC_FILE = /design/flow/constraint.sdc
export NUM_CORES = 4
export LEC_CHECK = 1
export CORE_UTILIZATION = 30
==> /design/flow/constraint.sdc <==
current_design alu_16_bit

set clk_period 9.8
set clk_io_pct 0.2

create_clock -name clk0 -period $clk_period

set non_clock_inputs [all_inputs -no_clocks]
set_input_delay [expr $clk_period * $clk_io_pct] -clock clk0 $non_clock_inputs
set_output_delay [expr $clk_period * $clk_io_pct] -clock clk0 [all_outputs]
==> results_dict.tcl <==
# flow metrics
set metrics [dict create \
    synth_top_area_share_pct 19.49 \
    worst_pin_slew_ns 0.8471 \
    place_ws_ns 1.443 \
    cp-end-kind "output pin" \
    synth_chip_area_um2 4108 \
    antenna_found_initial 0 \
    yosys_warnings 1 \
    period_used_pct 85.05 \
    netlist_area_um2 4108 \
    crit_fanout 38 \
    yosysUniqueCellTypes 65 \
    crit_start "S[0]" \
    routed_wl_um 12690 \
    ff_count 0 \
    dr.pass1.iters 5 \
    cp_data_arrival_time_ns 6.37 \
    worstSetupStartpointType "primary input" \
    hold_viol 0 \
    fmax_mhz 120.0 \
    ctsHoldBuffers 0 \
    power.density_nw_per_um2 50.28 \
    path_class "in -> out" \
    ys_seq_share_pct 0 \
    grt_first_pass_wirelength_um 21150 \
    die_x_um 119.0 \
    die_area_um2 14160 \
    ys_cells 537 \
    critical_path_required_ns 7.84 \
    leakage_nw 2.046 \
    setup_viol 0 \
    avgSynthCellArea_um2 7.649 \
    drive_above_1_share_pct 7.760 \
    hpwlAfterDp_um 9825 \
    port_buffers 53 \
    diodes 0 \
    post_cts_buffers 0 \
    initial_core_util_pct 30.90 \
    hold_path_class "in -> out" \
    gp_congestion 0.9194 \
    peakVddDrop_uv 18.28 \
    clkbuf_count 0 \
    grt_max_degree 44 \
    placed_cell_area_um2 4773 \
    grt_usage_pct 18.48 \
    layout_setup_ws_ns 1.465 \
    grt_overflow 0 \
    power_w 0.0002400 \
    drc_errors 0 \
    final_antenna_net_count 0 \
    status "complete, no violations" \
    seqCellArea_um2 0 \
    max-cap-violations 0 \
    relSlewSlack_pct 43.28 \
    drtIter0Drc 264 \
    fin_crit_ns 8.335 \
    design_area_um2 4773 \
    yosys-top-cells-area "ha_1 19%, fa_1 12%, inv_1 4.7%" \
    hp-start "S[2]" \
    fin_setup_tns_ns 0 \
    grt_setup_unrepaired "no" \
    vias_per_cell 5.541 \
    warning_count 88 \
    syn_to_final_growth_pct 16.20 \
    die_height_um 119.0 \
    synthCells 537 \
    wl_per_cell_um 17.07 \
    fillers 1349 \
    top_area_cell "ha_1" \
    grt_pass1_vias 4088 \
    ioPinCount 53 \
    via_count 4117 \
    final_max_slew_viol_count 0 \
    coreArea_um2 13300 \
    ctsResizeCount 0 \
    fp-row-count 42 \
]
[synthesized netlist by cell type (4+ instances only)]
cell / number
a2bb2oi_1: 4
nor3b_1: 5
mux2_2: 16
nor4_1: 6
nor2b_1: 10
clkbuf_1: 12
o21ai_0: 33
maj3_1: 4
o21ai_1: 8
o221ai_1: 4
nand2_1: 29
a21oi_1: 34
o32a_1: 7
mux2i_1: 17
xor2_1: 12
o22ai_1: 15
nand4_1: 9
o22a_1: 4
inv_1: 51
nor2_1: 35
o211ai_1: 7
o21bai_1: 7
fa_1: 24
buf_2: 15
nand3_1: 4
a22oi_1: 24
a21o_1: 4
ha_1: 64
nand2b_1: 7
buf_1: 4
[path summary, 6_finish.rpt]
kind | to | slack (ns) | cells after the start
max | F[14] | 1.47 | 17
min | F[4] | 4.76 | 4
[per-stage QoR]
| step | hold slack (ns) | util (%) | instances |
|---|---|---|---|
| 6_report | 4.761 | 35.90 | 743 |
| 5_1_grt | 4.799 | 35.90 | 743 |
| 4_1_cts | 4.766 | 35.90 | 743 |
| 3_5_place_dp | 4.766 | 35.90 | 743 |
| 3_3_place_gp | 4.742 | 35.90 | 743 |
| 2_1_floorplan | 4.186 | - | 537 |
[kinds of logic after synthesis]
group	after synthesis	synth area share [%]
AND-OR/OR-AND	187	31.56
XOR/XNOR	15	3.198
adder cells (fa/ha/maj)	92	32.17
buffers and inverters	86	8.498
multiplexers	36	9.351
AND/OR/NAND/NOR	121	15.23
[placed cells by master, fill, tap and decap left out, types with 12 or more instances in the layout]
cell type	netlist	final
a21oi_1	34	34
o22ai_1	15	15
nor2_1	35	35
mux2i_1	17	17
a22oi_1	24	24
inv_1	51	51
xor2_1	12	12
fa_1	24	24
nand2_1	29	29
clkdlybuf4s50_1	0	50
mux2_2	16	16
ha_1	64	64
o21ai_0	33	33
[layout make-up]
cell class	count	area (µm²)	share of cell area [%]
well taps	176	220.2	4.613
repair buffers	63	590.6	12.37
inverters	53	198.9	4.168
multi-input cells	451	3764	78.85
[routing by layer]
layer	vias to the layer above	global-route usage, %	routed length (µm)
li1	2019	-	-
met1	1966	26.85	6069
met2	124	30.31	5876
met3	8	2.202	651
met4	0	2.215	87
met5	-	0	0
[worst max-delay path, stage by stage]
cell and delay, ns:
buf_2 0.58, nand2b_1 0.45, buf_4 0.27, o32a_1 0.17
nand4_1 0.09, a211oi_1 0.32, o221ai_2 0.17, a22oi_2 0.18
nor3b_2 0.34, fa_1 0.24, inv_1 0.06, fa_1 0.38
xor2_1 0.15, o21ai_0 0.13, o21ai_0 0.10, a221o_1 0.37
clkdlybuf4s50_1 0.41
[report_power, final]
part	internal (W)	switching, W
clock	0	0
sequential	0	0
combinational	0.000111	0.000129
